$ cat design/flow/run.sh
#!/bin/bash
# OpenROAD 26Q1-2900-gdf79404cd8, Yosys 0.63+post, stock flow scripts
make -C /OpenROAD-flow-scripts/flow DESIGN_CONFIG=/design/flow/config.mk WORK_HOME=/design/flow/orfs finish
$ cat design/flow/design.v
module ProgramCounter(clk, reset, pc);
  input clk, reset;
  output reg[31:0] pc;
  wire[31:0] pcNext;
  assign #1 pcNext = pc + 4;
  always @(posedge clk) begin
    #1
    if(reset) pc = 0;
    else pc = pcNext;
  end
endmodule
$ cat design/flow/constraint.sdc
current_design ProgramCounter

set clk_period 3.7
set clk_io_pct 0.2

create_clock -name clk0 -period $clk_period [get_ports {clk}]

set non_clock_inputs [all_inputs -no_clocks]
set_input_delay [expr $clk_period * $clk_io_pct] -clock clk0 $non_clock_inputs
set_output_delay [expr $clk_period * $clk_io_pct] -clock clk0 [all_outputs]
$ cat design/flow/config.mk
export PLATFORM = sky130hd
export DESIGN_NAME = ProgramCounter
export DESIGN_NICKNAME = ProgramCounter
export VERILOG_FILES = /design/flow/design.v
export SDC_FILE = /design/flow/constraint.sdc
export NUM_CORES = 4
export LEC_CHECK = 1
export CORE_AREA = 10 10 90 90
export DIE_AREA = 0 0 100 100
==> job_summary.md <==
### Flow metrics

| Metric | Value |
|---|---|
| Maxcap violations | `0` |
| Crit path capture type | `output port` |
| Yosys chip area | `1450 um2` |
| Finished Layout Cells | `276` |
| Crit path DRT | `2.96 ns` |
| Die area | `10000 um2` |
| Crit-path max FO | `10` |
| All-Layer GR Usage | `0.0750` |
| MI comb area | `782 um2` |
| # fillers | `664` |
| Std cell rows | `29` |
| P_leak | `0.614 nW` |
| Die Width | `100 um` |
| Pwr dens | `324 nW/um2` |
| ANT cells | `0` |
| CP Class | `reg2out` |
| CTS clock-pin slew for the worst setup and hold paths | `0.06 ns` |
| Vias in the first global route | `1287` |
| Core Area | `6280 um2` |
| Final wirelength | `3570 um` |
| Latency at later pin | `0.28 ns` |
| FP Util | `0.232` |
| Routability cong. | `0.795` |
| IO Port Bufs | `31` |
| Max Slew Vio Count | `0` |
| Status | `finished clean` |
| Vias | `1322` |
| Final setup viols | `0` |
| Avg Inst Size Synth | `8.60 um2` |
| Worst-case clock buffer depth | `2` |
| Tool warnings | `25` |
| Crit path DAT | `1.36 ns` |
| Hold Buf Count CTS | `0` |
| Placed Area | `1810 um2` |
| Largest net degree at the start of global routing | `32` |
| Hold WS | `0.478 ns` |
| Remaining antenna violation count | `0` |
| Seq. cell area | `601 um2` |
| CP max stage delay | `0.55 ns` |
| Fmax | `0.477 GHz` |
| CTS buffer count | `5` |
| Synth Instances | `169` |
| GR Overflow Total | `0` |
| Vias per std cell | `4.79` |
| EDFF count, synth | `0` |
| Worst path buffer plus inverter count | `1` |
| Worst Clk Skew | `0.00646 ns` |
| Finished Cell Area | `1900 um2` |
| Startpoint Class | `register` |
| Post-synth top flop | `dfxtp_1` |
| Post-layout util | `0.303` |
| Postcts setup bufs | `0` |
| Setup_tns | `0 ns` |
| DP HPWL | `2540 um` |
| Most frequent cells in the layout | `31 x clkdlybuf4s50_1, 30 x dfxtp_1, 14 x nor2_1, 14 x a21oi_1, 11 x nand3_1` |
| Sequential share of the synthesized area | `0.413` |
| Final period demand of the worst path | `2.10 ns` |
| Netlist Area Pre-Place | `1450 um2` |
| Crit-path slowest cell | `clkdlybuf4s50_1` |
| DR WL/cell | `12.9 um` |
| Post-CTS Resized | `0` |
| Clk sinks | `30` |
| Synth Register Bits | `30` |
| Yosys Warn Count | `1` |
| Global-route wire length before repair | `6420 um` |
| Yosys Instances | `169` |
| Top Ports | `34` |
| Most instantiated logic cell after routing | `clkdlybuf4s50_1` |
| Final hold violation count | `0` |
| Maximum vdd ir drop | `0.165 mV` |
| Initial antenna violation count | `0` |
| Die Height | `100 um` |
| Layout area overhead | `30.6%` |
| CP cell instances | `clkdlybuf4s50_1` |
| Family with the most delay on the worst path | `buffers and inverters` |
| Post-route DRC violation count | `0` |
| H-tree Lvls | `2` |
| Initial DRC count | `102` |
| Largest register FFs | `30` |
| Synth async-reset ratio | `0` |
| Root Buffer | `clkbuf_8` |
| Library cells used by synthesis | `30` |
| Hold crit path type | `reg2reg` |
| First-pass DRT Iterations | `4` |
| Final period utilization | `0.567` |
| Fraction of layout cells with a size suffix above 1 | `0.0503` |
| Placed insts | `268` |
| CTS tree | `yes` |
| RSZ-0062 raised after global routing | `false` |
==> through the flow <==
step	setup WS, ns	power (mW)
2_1_floorplan	2.09	0.345
3_3_place_gp	1.71	0.353
3_5_place_dp	1.70	0.353
4_1_cts	1.57	0.624
5_1_grt	1.53	0.641
6_report	1.60	0.616
==> cells in the mapped netlist, types with 5 or more instances <==
| master | number | area, um2 |
|---|---|---|
| dfxtp_1 | 30 | 601 |
| a21oi_1 | 14 | 70.1 |
| nor2_1 | 14 | 52.6 |
| nand3_1 | 11 | 55.1 |
| nand4_1 | 10 | 62.6 |
| and4_1 | 9 | 78.8 |
| or3_1 | 9 | 56.3 |
| xor2_1 | 9 | 78.8 |
| nand2_1 | 8 | 30.0 |
| o21ai_0 | 6 | 30.0 |
| buf_4 | 5 | 37.5 |
| o31ai_1 | 5 | 37.5 |
| or4_1 | 5 | 37.5 |
==> routing by layer <==
layer / vias to the layer above / wire length [um] / GRT usage
met4: 0 / 41 / 0.00978
met3: 5 / 408 / 0.0326
li1: 672 / - / -
met5: - / 0 / 0
met2: 42 / 1450 / 0.104
met1: 603 / 1680 / 0.108
==> area by class of cell <==
type,count,area share
multi-input cells,126,0.412
flip-flops and latches,30,0.316
repair buffers,32,0.167
well taps,77,0.0507
clock buffers,7,0.0455
inverters,3,0.00593
clock inverters,1,0.00264
==> cells by family after synthesis <==
logic type	share of synthesized area
AOI/OAI and AO/OA	0.117
DFF	0.413
other	0.00258
adders and majority gates	0.00860
muxes	0.00774
buffers and inverters	0.0516
and+or+nand+nor	0.327
xor gates and xnor gates	0.0723
==> worst paths after layout <==
path | slack [ns] | to | depth (start not counted) | from
hold reg to reg | 0.48 | pc[2] | 1 | pc[2]
setup / recovery | 1.60 | pc[6] | 1 | pc[6]
setup reg to reg | 1.85 | pc[26] | 5 | pc[2]
hold / removal | 0.48 | pc[2] | 1 | pc[2]
==> power by group <==
| part | leakage [nW] | switching, mW | total [mW] | internal (mW) |
|---|---|---|---|---|
| registers | 0.242 | 0.00350 | 0.329 | 0.326 |
| logic | 0.323 | 0.00771 | 0.0165 | 0.00876 |
| clock network | 0.0482 | 0.120 | 0.270 | 0.150 |
Power figures rest on the tool's default switching activity, not on a simulated workload.
