`design/flow/run.sh`:
```
#!/bin/bash
# OpenROAD 26Q1-2900-gdf79404cd8, Yosys 0.63+post, stock flow scripts
make -C /OpenROAD-flow-scripts/flow DESIGN_CONFIG=/design/flow/config.mk WORK_HOME=/design/flow/orfs finish
```
`design/flow/config.mk`:
```
export PLATFORM = sky130hd
export DESIGN_NAME = UpCounter_4bit
export DESIGN_NICKNAME = UpCounter_4bit
export VERILOG_FILES = /design/flow/design.v
export SDC_FILE = /design/flow/constraint.sdc
export NUM_CORES = 4
export LEC_CHECK = 1
export CORE_AREA = 10 10 70 70
export DIE_AREA = 0 0 80 80
```
`design/flow/constraint.sdc`:
```
current_design UpCounter_4bit

set clk_period 1.4
set clk_io_pct 0.2

create_clock -name clk0 -period $clk_period [get_ports {clk}]

set non_clock_inputs [all_inputs -no_clocks]
set_input_delay [expr $clk_period * $clk_io_pct] -clock clk0 $non_clock_inputs
set_output_delay [expr $clk_period * $clk_io_pct] -clock clk0 [all_outputs]
```
`design/flow/design.v`:
```
module UpCounter_4bit(enable, reset, clk, count);
  input enable, reset, clk;
  output reg[3:0] count;
  always @(posedge clk) begin
    if(reset) count = 0;
    if(enable && !reset) count++;
  end
endmodule
```
==> reports/results.txt <==
Outcome: completed
DRC viols: 0
Synth area leaders: dfxtp_1 43%, and2b_1 8.0%, mux2_4 8.0%
Rows: 21
Yosys top cell by area: dfxtp_1
Area Overhead vs Synth: 84.7%
Worst slack, placed: -0.108 ns
Achievable Freq: 748 MHz
Die Ht: 80 µm
Actual slew at the worst max-slew pin: 0.114 ns
Seq/Total Area, Yosys: 42.7%
Met2 usage in global routing: 2.49%
Hold Fails Final Rpt: 0
Fin crit share: 95.5%
Slew headroom: 92.2%
First-pass GRT wire length: 676 µm
WP data required: 1.12 ns
Critical path arrival: 1.06 ns
R2R depth: 4
Max reg flops: 4
Crit path launch: count[1]$_DFF_P_
Setup-failing EPs final: 0
Number of diodes: 0
CP Class: reg -> out
Setup TNS: 0 ns
Reg2reg end: count[1]$_DFF_P_
Met1 Track Usage GR: 1.13%
Root buffer cell: clkbuf_4
Vias: 169
Ys cells: 18
WL/cell: 6.15 µm
Area reported by Yosys stat: 188 µm²
Synth flops: 4
Critical path peak fanout: 4
Total Routing Usage GR: 1.39%
Final Skew: 0.00248 ns
GP Congestion: 0.739
Cts hold-fix bufs: 0
Crit Reg-Reg Startpoint: count[1]$_DFF_P_
CTS tree: yes
Cell family with most CP delay: buffers and inverters
Drt total wl: 461 µm
Vias in the first global route: 170
Post-CTS Setup Inserts: 0
Crit. path cell count: 1
Clk sinks: 4
Layout cells sized above 1: 34.5%
Late-Pin Clk Latency: 0.23 ns
Die W: 80 µm
Synth Instances: 18
CP peak stage delay: 0.49 ns
Mean Syn Cell Area: 10.4 µm²
VDD IR max: 0.110 mV
Hold Path Class: reg -> reg
Initial antenna violation count: 0
Grt met3 use: 0.909%
CP endpoint kind: primary output
Vias/cell: 2.25
Largest net degree at the start of global routing: 7
Die area: 0.00640 mm²
Non-filler cells, final: 75
PortBufs: 6
Total grt overflow: 0
MaxCap Viol Count: 0
Post-synth cell types: 12
Top-area cell type share of the netlist area: 42.7%
I/O pins: 7
WP buf/inv: 1
Post-route ant nets: 0
Max Slew Vio Count: 0
Clock slew at reported path FFs: 0.04 ns
Startpoint Class: flop
CORE AREA: 0.00342 mm²
R2R Setup Slk: 0.36 ns
Final min period: 1.34 ns
Crit path to: count[1]
1st-pass router iterations: 1
GRT busiest layer: met2
Setup ws final: 0.0635 ns
Clock Tree Buf Depth: 2
CTS H-tree lvls: 1
FP Util: 5.49%
PD cells: 854 mW/mm²
Cells after DPL: 72
RSZ-0062 raised after global routing: false
DRC marker count from the first detailed-route iteration: 0
Slowest stage cell on the critical path: clkdlybuf4s50_1
Cts bufs inserted: 3
OpenROAD warnings: 25
Post-synthesis cell area: 188 µm²
Warnings, synthesis: 1
Crit path cell chain: clkdlybuf4s50_1
Lkg Pwr: 0.133 nW
## cell usage in the layout (no fill, tap or decap)
cell type and instances:
ha_1 1, nand4_1 1, clkdlybuf4s50_1 6, mux2i_1 1, and2b_1 2, dfxtp_2 3
buf_4 2, a21bo_2 1, nor2b_1 1, dfxtp_1 1, clkbuf_4 3, xnor2_1 1
a21oi_1 1, mux2_4 1, nor2_1 3, nand3b_1 1
## stage by stage
stage | utilization [%] | cell area (µm²) | power [mW] | hold WS (ns)
2_1_floorplan | - | 188 | 0.135 | 0.349
3_3_place_gp | 9.38 | 320 | 0.159 | 0.539
3_5_place_dp | 9.38 | 320 | 0.160 | 0.546
4_1_cts | 10.1 | 344 | 0.305 | 0.527
5_1_grt | 10.1 | 347 | 0.315 | 0.565
6_report | 10.1 | 347 | 0.296 | 0.520
## kinds of logic (layout without fill, tap and decap cells)
family | after synthesis | count (layout) | share of synthesized area, %
AND-OR/OR-AND | 2 | 2 | 8.00
XOR/XNOR | 1 | 1 | 4.67
adder cells (fa/ha/maj) | 1 | 1 | 6.67
buffers and inverters | 0 | 11 | 0
flip-flops | 4 | 4 | 42.7
multiplexers | 2 | 2 | 13.3
AND/OR/NAND/NOR | 8 | 8 | 24.7
## how the worst min path moves through the flow
stage               startpoint                to  slack (ns)  cells past startpoint
finish        count[1]$_DFF_P_  count[1]$_DFF_P_        0.52                      2
CTS           count[1]$_DFF_P_  count[1]$_DFF_P_        0.53                      2
global route  count[0]$_DFF_P_  count[0]$_DFF_P_        0.57                      2
## synthesized netlist by cell type
master,instances
dfxtp_1,4
nor2b_1,1
a21bo_2,1
nand3b_1,1
nor2_1,3
and2b_1,2
a21oi_1,1
mux2i_1,1
mux2_4,1
xnor2_1,1
nand4_1,1
ha_1,1
## power breakdown
| group | leakage, nW | internal [mW] | switching [mW] |
|---|---|---|---|
| combinational | 0.0859 | 0.0232 | 0.0105 |
| sequential | 0.0338 | 0.120 | 0.00430 |
| clock | 0.0138 | 0.0955 | 0.0422 |
## what timing repair did
| action | CTS | global route |
|---|---|---|
| pin swaps | 0 | 0 |
| setup endpoints to repair | 1 | 2 |
| endpoints found under the hold margin | 0 | 0 |
| resized | 1 | 2 |
## area by class of cell
class                           instances  area, µm²
Clock buffer                            3       22.5
Fill cell                             406       3070
Multi-Input combinational cell         14        108
Sequential cell                         4       83.8
Tap cell                               46       57.6
Timing Repair Buffer                    8       75.1
## layer usage
layer	wire length (µm)	part of all wire [%]
met1	166	36
met2	245	53
met3	35	7.6
met4	14	3.0
met5	0	0
Power figures rest on the tool's default switching activity, not on a simulated workload.
