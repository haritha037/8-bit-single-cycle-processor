==> flow/design.v <==
module RegisterFile(dataIn, out1, out2, inAddress, out1Address, out2Address, write, clk, reset);
  input[7:0] dataIn; 
  input[2:0] inAddress, out1Address, out2Address;
  input write, clk, reset;
  output[7:0] out1, out2;
  reg[7:0] registerArray [7:0];
  assign #2 out1 = registerArray[out1Address];
  assign #2 out2 = registerArray[out2Address];
  always @(posedge clk) begin
    #1
    if (write) registerArray[inAddress] = dataIn;
  end
  always @(posedge clk) begin
    #1
    if (reset) begin
      for (integer i = 0; i < 8; i++ ) begin
        registerArray[i] = 0;
      end
    end
  end
endmodule
==> flow/run.sh <==
#!/bin/bash
# OpenROAD 26Q1-2900-gdf79404cd8, Yosys 0.63+post, stock flow scripts
make -C /OpenROAD-flow-scripts/flow DESIGN_CONFIG=/design/flow/config.mk WORK_HOME=/design/flow/orfs finish
==> flow/config.mk <==
export PLATFORM = sky130hd
export DESIGN_NAME = RegisterFile
export DESIGN_NICKNAME = RegisterFile
export VERILOG_FILES = /design/flow/design.v
export SDC_FILE = /design/flow/constraint.sdc
export NUM_CORES = 4
export LEC_CHECK = 1
export CORE_UTILIZATION = 50
==> flow/constraint.sdc <==
current_design RegisterFile

set clk_period 2.5
set clk_io_pct 0.2

create_clock -name clk0 -period $clk_period [get_ports {clk}]

set non_clock_inputs [all_inputs -no_clocks]
set_input_delay [expr $clk_period * $clk_io_pct] -clock clk0 $non_clock_inputs
set_output_delay [expr $clk_period * $clk_io_pct] -clock clk0 [all_outputs]
==> results.cfg <==
; implementation run metrics
[run_status]
status = finished clean

[global_routing]
grt_pass1_wl_mm = 13.12
grt_max_degree = 12
grt_pass1_vias = 2291
gr-total-overflow = 0
grt_use_total_pct = 28.30
grt_antenna_before_repair = 0

[floorplanning]
die_h_um = 86.41
pin_count = 36
die_w_um = 86.41
rows = 30
core_um2 = 6832
core_util_floorplan_pct = 52.14
die-area_um2 = 7466

[clocking]
clk_path_buf_depth = 2
root_buffer = clkbuf_8
cts_inserted_buffers = 9
cts_tree = yes
clk_pin_slew_ns = 0.07
cts_max_level = 3
clock_sinks = 64

[sta]
period_used_pct = 98.55
min_period_ns = 2.464
rsz0062_at_grt = true
relSlewSlack_pct = 76.27
report.final.hold_viol_count = 0
fmax_mhz = 405.9
tightest_slew_ns = 0.3510
drv_slew = 0
tns_ns = 0
setup_viol = 0
whs_ns = 0.9795

[pwr]
p_per_area_nw_per_um2 = 645.0
p_leak_nw = 1.662
peakVddDrop_v = 0.0006150
power.total_w = 0.002865

[finish]
largest_register_ffs = 64
area_delta_synth_final_pct = 24.69
drive_gt1_share_pct = 35.71
stdcell_count = 362
fin_area_um2 = 4442

[place]
placed_area_um2 = 4105
port_buffers = 35
dp.final_hpwl_mm = 5.306
gp_congestion = 0.8341
place_inst = 338

[routing]
wl_mm = 8.832
wl_per_cell_um = 24.40
route.vias.total = 2114
via_per_inst = 5.840
drtAntennaViolNets = 0
drt_iter0_drc = 91
antenna_cells = 0
drt_first_pass_iters = 4
route.detailed.drc = 0

[synthesis]
synthDistinctLibCells = 15
ys_seq_share_pct = 53.95
synth-seq-cells = 64
top_cells_by_area = edfxtp_1 54%, mux4_1 21%, and2_1 11%, mux2_2 5.1%, mux4_2 1.9%
syn_area_um2 = 3562
yosys_warnings = 1
yosysTopAreaCell = edfxtp_1
syn_inst = 206
top_area_share_pct = 53.95
yosysCellCount = 206
syn_avg_cell_area_um2 = 17.29
yosys_area_um2 = 3562

[flow_run]
warnings = 28
maxCapViolations = 0

[worst_setup_path]
path_class = input pin to output pin
cp.required_ns = 2.00
crit_path_end_kind = output pin
cp_max_fo = 8
cp-start-kind = input pin
arrival_ns = 1.96

[hold_path]
hold_class = input pin to flip-flop
-- cell usage after synthesis --
cell type / n
mux4_2: 3
buf_1: 2
mux4_1: 29
buf_2: 2
or2_2: 8
and4b_1: 3
and4_1: 1
nor4b_1: 1
mux2_2: 16
clkbuf_1: 6
and2_1: 64
buf_12: 2
edfxtp_1: 64
nor4bb_1: 3
buf_6: 2
-- critical path, stage by stage --
cell,delay [ns]
buf_8,0.10
buf_16,0.14
mux4_1,0.54
mux2_2,0.27
clkdlybuf4s50_1,0.41
-- stage by stage --
| stage | worst slack (ns) | utilization [%] |
|---|---|---|
| 2_1_floorplan | 0.4883 | - |
| 3_3_place_gp | -0.4932 | 60.09 |
| 3_5_place_dp | -0.5025 | 60.09 |
| 4_1_cts | -0.005479 | 64.95 |
| 5_1_grt | -0.003030 | 65.02 |
| 6_report | 0.03634 | 65.02 |
-- cell usage in the layout (no fill, tap or decap) --
master	count
mux4_2	29
buf_8	1
mux2_2	10
clkbuf_8	9
or2_2	8
clkinv_2	2
clkinv_1	1
buf_2	2
bufinv_16	4
buf_16	2
buf_6	1
mux4_1	3
dlymetal6s2s_1	3
edfxtp_1	64
and4_1	1
clkdlybuf4s50_1	28
nor4bb_1	3
buf_12	5
bufbuf_16	2
buf_4	14
nor4b_1	1
and2_1	64
mux2_4	6
and4b_1	3
-- area by class of cell --
class | count | area, um2
Timing Repair Buffer | 58 | 679.4
Tap cell | 96 | 120.1
Clock buffer | 9 | 123.9
Clock inverter | 7 | 133.9
Multi-Input combinational cell | 128 | 1463
Sequential cell | 64 | 1922
Fill cell | 495 | 2390
-- final timing paths --
path,from,to,slack (ns),cells past startpoint
setup / recovery,out2Address[0],out2[3],0.04,5
hold / removal,dataIn[6],registerArray[3][6],0.98,2
-- per-layer routing --
layer | GRT usage (%) | up-vias | share of wire, %
met3 | 17.00 | 14 | 12
met2 | 44.08 | 127 | 51
li1 | - | 915 | -
met1 | 37.28 | 1058 | 36
met4 | 5.000 | 0 | 1.7
met5 | 0 | - | 0
-- cells by family after synthesis --
logic type             share of synthesized area (%)
multiplexers                                   28.35
flip-flops                                     53.95
buffers and inverters                          2.880
AND/OR/NAND/NOR                                14.82
-- report_power, final --
group	total [W]	switching, W	internal [W]
Clock	0.00113	0.000377	0.000756
Sequential	0.00130	0.0000402	0.00126
Combinational	0.000432	0.000153	0.000279
-- what timing repair did --
action / CTS / global route
hold buffers: 0 / 0
resized: 39 / 21
gates cloned: 4 / 0
endpoints found under the setup margin: 16 / 14
setup buffers: 0 / 4
